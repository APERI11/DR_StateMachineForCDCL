===== ./design.v =====
module counter #(
    parameter literals = 8
) (
    input                                   clk,
    input                                   rst,
    input                                   incr,
    input                                   enable,
    output  reg [$clog2(literals)-1 : 0]    counter      
);
always @(posedge clk ) begin
    if(!rst) begin
        counter <= 'b0;
    end
    else begin
        if(enable) begin
            if(incr)
                counter <= counter + 1'b1;
            else
                counter <= counter - 1'b1;   
        end
    end
end
endmodule
module fifo #(
    parameter literals = 8
) (
    input                                   clk,
    input                                   rst,
    input                                   wren,
    input                                   ren,
    input   [$clog2(literals) : 0]          data_in,
    output                                  empty,
    output                                  full,
    output  [$clog2(literals) : 0]          data_out
);
reg     [$clog2(literals) :0]  fifo_reg    [3:0];
reg     [2:0]                   wrptr, rdptr;
wire    [2:0]                   depth;
wire                            wenq, renq;
integer                         i;
assign depth    = wrptr - rdptr;
assign full     = ((depth == 3'd3) || (depth == 3'd5)) ? 1'b1 : 1'b0; 
assign empty    = (depth == 2'd0); 
assign wenq     = (~full)  & wren;
assign renq     = (~empty) & ren;
assign data_out = fifo_reg[rdptr[1:0]];
always @(posedge clk) begin
    if(!rst) begin
        wrptr       <= 3'd0;
        rdptr       <= 3'd0;
        for (i=0; i<4; i=i+1) begin
            fifo_reg[i] <= 'b0; 
        end       
    end
    else begin
        if(wenq) begin
            fifo_reg[wrptr[1:0]] <= data_in;
            wrptr   <=  wrptr + 1'b1;
        end
        if(renq) begin
            rdptr   <=  rdptr + 1'b1;
        end
    end
end
endmodule
module analyse #(
	parameter literals = 8,
	parameter clauses  = 16
) (
	input 		Start, 
	input		Clk, 
	input		Reset,
	input [$clog2(clauses) -1 : 0] 	BCP_CID,
	input [$clog2(literals)-1 : 0] 	CurDecLevel,
	input [$clog2(literals) : 0] 	CIT_LID,
	input						 	AIT_Seen,
	input [$clog2(literals)-1 : 0] 	AIT_Declevel,
	input [$clog2(clauses) -1 : 0] 	AIT_Reason,
	input [$clog2(literals)   : 0]  AIT_LID,
	output reg						CIT_searchEn,
	output reg	[1:0]				AIT_opCode,
	output reg						AIT_enable
);
	parameter clause_bit 	= $clog2(clauses);
	parameter literals_bit	= $clog2(literals);
	reg [4:0] state, next_state;
	reg [literals_bit-1:0] 	LocalCurDecLevel;
	reg [literals_bit-1:0] 	LocalDecLevel; 
	reg [clause_bit-1:0] 	CIDCfg; 
	reg [3:0]				counter_delay;	
	reg						LocalSeen;
	reg						done;
	reg [literals_bit  :0]  learned_LID;
	reg [literals_bit  :0]  LocalLID;
	reg						fifo_wren;
	reg						fifo_ren;
	wire					fifo_empty;
	wire					fifo_full;
	wire [literals_bit :0] fifo_out;	
	fifo #(.literals(literals)) fifo_module (
    	.clk		(Clk),
    	.rst		(Reset),
    	.wren		(fifo_wren),
		.ren		(fifo_ren),
		.data_in	(CIT_LID),
    	.empty		(fifo_empty),
		.full		(fifo_full),
		.data_out	(fifo_out)
    );
	reg							cnt_incr;
	reg							cnt_enable;
	wire	[literals_bit-1:0]	counter;
	counter #(.literals(literals)) counter_module (
    	.clk		(Clk),
		.rst		(Reset),
		.incr		(cnt_incr),
		.enable		(cnt_enable),
		.counter	(counter)      
	);
	localparam INI			= 	5'b00001;  
	localparam CIT_SEARCH 	= 	5'b00010;  
	localparam AIT_SEARCH 	= 	5'b00100;  
	localparam BFS 			= 	5'b01000;  
	localparam NEW_CID 		= 	5'b10000;  
	always @(posedge Clk ) begin
		if(!Reset) begin
			CIDCfg				<= 'b0;
			LocalSeen 			<= 'b0;
			LocalDecLevel 		<= 'b0;
			LocalCurDecLevel 	<= 'b0;
			LocalLID			<= 'b0;
			counter_delay		<= 'b0;
			done				<= 'b0;
			state				<= INI;
		end
		else begin
			if(next_state == CIT_SEARCH) begin  	              
				if(state == INI)
					CIDCfg			<= 	BCP_CID;
				else
					CIDCfg			<= 	AIT_Reason;
				LocalCurDecLevel 	<= 	CurDecLevel;
			end
			else if (next_state == BFS) begin
				LocalSeen			<=	AIT_Seen;
				LocalDecLevel		<=	AIT_Declevel;
			end
			else if (next_state == INI) begin
				done				<=  1'b1;
			end
			if(fifo_ren)
				LocalLID	<= fifo_out;
			if(state ==	CIT_SEARCH) begin
				counter_delay	<= counter_delay + 1'b1;
				if(counter_delay == 4'd9) begin
					counter_delay	<= 4'd0;
				end
			end
			else if(state == AIT_SEARCH || state == NEW_CID) begin
				counter_delay	<= counter_delay + 1'b1;
				if(counter_delay == 4'd1) begin
					counter_delay	<= 4'd0;
				end
			end
			if(state == INI)
				done	<=	1'b0;
			if ((state == BFS) && (AIT_Seen == 0) && (LocalDecLevel != 0))	begin
							if (LocalDecLevel != LocalCurDecLevel) begin
								learned_LID	<=	AIT_LID;
							end	
			end
			state <= next_state;
		end
	end
	always @(*) begin
		case (state)
			INI	: 
			begin
				if (Start)
					next_state = CIT_SEARCH;
				else
					next_state	= state;
			end
			CIT_SEARCH	:
			begin
				if (fifo_full)
					next_state 	= 	AIT_SEARCH;  
				else
					next_state	=	state;
			end
			AIT_SEARCH :
			begin 
				if(counter_delay == 1'b1)
					next_state 	= 	BFS;
				else
					next_state	=	state;		
			end
			BFS :
			begin
				if (fifo_empty && (counter != 0))
					next_state 	= NEW_CID;		
				else if (fifo_empty && (counter == 0))
					next_state 	= INI;
				else
					next_state 	= AIT_SEARCH;	
			end
			NEW_CID :
			begin
				if (counter != 1'b1 && AIT_Seen == 1)
					next_state	= CIT_SEARCH;
				else if (counter == 1'b1 && AIT_Seen == 1)
					next_state 	= INI;
				else
					next_state	= state;						
			end
		endcase
	end
	always	@(*)	begin
		case(state)
			INI:
				begin
					fifo_wren		= 	1'b0;
					fifo_ren		= 	1'b0;
					cnt_incr		= 	1'b0;
					cnt_enable		=	1'b0;
					CIT_searchEn	=	1'b0;
					AIT_opCode		= 	2'b00;
					AIT_enable		= 	1'b0;
				end
			CIT_SEARCH:
				begin
					if(counter_delay == 4'd4 || counter_delay == 4'd6 || counter_delay == 4'd8)
						fifo_wren	=	1'b1;
					else
						fifo_wren	=	1'b0;
					fifo_ren		= 	1'b0;
					cnt_incr		= 	1'b0;
					cnt_enable		=	1'b0;
					CIT_searchEn	=	1'b1;
					AIT_opCode		= 	2'b00;
					AIT_enable		= 	1'b0;
				end
			AIT_SEARCH:
				begin
					fifo_wren		=	1'b0;
					cnt_incr		= 	1'b0;
					cnt_enable		=	1'b0;
					CIT_searchEn	=	1'b0;
					if(!fifo_empty && counter_delay == 4'd0) begin
						fifo_ren	= 1'b1;
						AIT_opCode	= 2'b01;
						AIT_enable	= 1'b1;	
					end
					else begin
						fifo_ren	= 1'b0;
						AIT_opCode	= 2'b01;
						AIT_enable	= 1'b0;
					end
				end
			BFS:
				begin
					fifo_wren		=	1'b0;
					fifo_ren		=	1'b0;
					CIT_searchEn	=	1'b0;
					if (LocalSeen == 0 && LocalDecLevel != 0)	begin
						begin
							AIT_enable	=	1'b1;
							AIT_opCode 	=	2'b10;
							if (LocalDecLevel == LocalCurDecLevel) begin 
								cnt_incr 	=	1'b1;
								cnt_enable	=	1'b1;					
							end
							else begin
								cnt_incr 	=	1'b1;
								cnt_enable	=	1'b0;
							end	
						end
					end
				end
			NEW_CID:
				begin
					fifo_wren		=	1'b0;
					fifo_ren		=	1'b0;
					CIT_searchEn	=	1'b0;
					if(counter_delay == 4'd0) begin
						AIT_opCode	= 2'b11;
						AIT_enable	=  1'b1;	
					end
					else begin
						AIT_opCode	= 2'b11;
						AIT_enable	=  1'b0;
					end
					if(AIT_Seen == 1) begin
						cnt_incr	=	1'b0;
						cnt_enable	=	1'b1;
					end
					else begin
						cnt_incr	=   1'b0;
						cnt_enable	=	1'b1;			
					end
				end
		endcase
	end
endmodule

===== ./run.sh =====
#!/bin/bash
# OpenROAD 26Q1-2900-gdf79404cd8, Yosys 0.63+post, stock flow scripts
make -C /OpenROAD-flow-scripts/flow DESIGN_CONFIG=/design/flow/config.mk WORK_HOME=/design/flow/orfs finish

===== ./config.mk =====
export PLATFORM = sky130hd
export DESIGN_NAME = analyse
export DESIGN_NICKNAME = analyse
export VERILOG_FILES = /design/flow/design.v
export SDC_FILE = /design/flow/constraint.sdc
export NUM_CORES = 4
export LEC_CHECK = 1
export CORE_AREA = 10 10 105 105
export DIE_AREA = 0 0 115 115

===== ./constraint.sdc =====
current_design analyse

set clk_period 2.1
set clk_io_pct 0.2

create_clock -name clk0 -period $clk_period [get_ports {Clk}]

set non_clock_inputs [all_inputs -no_clocks]
set_input_delay [expr $clk_period * $clk_io_pct] -clock clk0 $non_clock_inputs
set_output_delay [expr $clk_period * $clk_io_pct] -clock clk0 [all_outputs]

==> out/results.ini <==
[synthesis]
synth_area_per_cell_sq_um = 9.16
syn_area_sq_mm = 0.00180
synthDominantCellAreaShare_pct = 27.9
ys_area_sq_mm = 0.00180
yosys_cells = 196
synthCells = 196
synth_cell_types = 50
yosysWarningCount = 3
ys_ff = 38
post-synth-top-count-cell = dfxtp_1
largest_area_cell = dfxtp_1
synthTopCellsByArea = dfxtp_1, dlxtn_1, mux2i_1
edf_count = 0
common_cells = dfxtp_1, nand2_1, dlxtn_1, inv_1, mux2i_1
synthArstFlopShare_pct = 0
ff_type = dfxtp_1

[outcome]
outcome = finished, final reports clean

[drt]
routedWlPerCell_um = 11.5
vias = 1382
drtIter0Drc = 86
wl_met1_mm = 2.00
met2_wirelength_mm = 1.44
vias_per_cell = 4.35
first_pass_iters = 4
antenna_cells = 0
drc = 0
drt-total-wl_mm = 3.65
wl_met3_um = 187
antenna_left = 0
topRoutingLayerUsed = met4

[floorplan]
ioPinCount = 30
core_sq_mm = 0.00876
dieHeight_um = 115
num_rows = 34
die_width_um = 115
die_area_sq_mm = 0.0132
fp_util_pct = 20.5

[pwr]
cellPowerDensity_mw_per_mm2 = 409
peakVddDrop_v = 0.000209
p_leak_nw = 0.878
power_uw = 874

[final_timing]
untimed_endpoints = 17
fmaxAchievable_mhz = 498
final.setup.tns_ns = 0
finClkSkew_ns = 0.0107
relSlewSlack_pct = 64.6
finalWorstSetupSlack_ns = 0.0903
fin_crit_ns = 2.01
grt_setup_unrepaired = true
hold_viol = 0
final_max_slew_viol_count = 0
unclocked_pins = 13
finalSetupViolCount = 0
min_period_over_period_pct = 95.7
tightest_slew_ns = 0.531

[finish]
drive_above_1_share_pct = 10.5
num-fill-cells = 942
syn_to_final_growth_pct = 19.0
instances_no_fill = 318
multiInputGateArea_sq_mm = 0.00103
seqCellArea_sq_um = 698

[critical_path]
critical_path_class = flip-flop to flip-flop
crit_slowest_cell = fa_2
cp_slowest_stage_delay_ns = 0.54
r2r_start = fifo_module.wrptr[0]
worst-path-max-fanout = 2
required_ns = 2.31
path_cells = inv_2 -> ha_4 -> fa_2 -> xnor3_1 -> xor2_2 -> a21boi_2 -> mux2i_1
r2r_cells = 7
worstPathBufferInverterCount = 1
end_kind = flip-flop
worst_setup_path_start_kind = flip-flop
cp_top_family = adder cells
arrival_ns = 2.22
r2r_slack_ns = 0.09
timing.rr.end = fifo_module.wrptr[1]

[grt]
antenna_found_initial = 0
grt.total_usage_pct = 5.46
grt-ovfl-total = 0
grt_pass1_vias = 1284
grt_pass1_wl_mm = 6.12
grt_max_degree = 22

[clock_network]
cts_root_buf = clkbuf_8
clockBufferDepth = 2
cts_tree = yes
clk_pin_slew_ns = 0.10
h-tree-depth = 1
cts_buffers = 3
insertion_delay_ns = 0.27
holdBufCountCts = 0

[job]
warning_count = 45
max_cap_violations = 0

[placed_design]
port_buffers = 13
place_inst = 311
dpl.hpwl_mm = 2.77
gp_congestion = 0.879
pre_cts_slack_ns = 0.0147

[hold_path]
holdPathEnd = fifo_module.wrptr[1]
worstHoldStart = fifo_module.wrptr[1]
holdPathStages = 2
min_path_type = flip-flop to flip-flop

[metrics by stage]
step,util (%),instance area [sq um],hold slack (ns)
after floorplan,-,1800,0.451
after global placement,23.3,2040,0.461
after detailed placement,23.3,2040,0.473
after CTS,24.1,2110,0.488
after global routing,24.4,2140,0.528
final,24.4,2140,0.495
[sequential cells by signal (all words and copies together) (netlist names)]
signal	flops
next_state	5
fifo_ren	1
state	5
counter_delay	4
counter_module.counter	3
fifo_module.wrptr	3
LocalCurDecLevel	3
fifo_module.rdptr	3
cnt_enable	1
CIT_searchEn	1
LocalDecLevel	3
fifo_wren	1
LocalSeen	1
AIT_opCode	2
AIT_enable	1
cnt_incr	1
[logic make-up (layout without fill, tap and decap cells)]
family | after synthesis | count (layout) | share of synthesized area, %
AOI/OAI and AO/OA | 36 | 36 | 14.4
xor gates and xnor gates | 12 | 12 | 7.53
adders and majority gates | 8 | 8 | 5.99
buffers and inverters | 23 | 37 | 5.16
DFF | 25 | 25 | 27.9
latches | 13 | 13 | 10.9
muxes | 12 | 12 | 6.76
and+or+nand+nor | 67 | 67 | 21.5
[worst max-delay path by stage]
stage               startpoint                    to  depth (start not counted)
4_1_cts   fifo_module.wrptr[0]  fifo_module.wrptr[0]                          7
5_1_grt   fifo_module.wrptr[0]  fifo_module.wrptr[0]                          7
6_report  fifo_module.wrptr[0]  fifo_module.wrptr[1]                          7
[routing by layer]
| layer | vias to the layer above | global-route usage (%) |
|---|---|---|
| met4 | 0 | 0.248 |
| met5 | - | 0 |
| li1 | 717 | - |
| met3 | 4 | 1.37 |
| met1 | 627 | 8.64 |
| met2 | 34 | 7.66 |
[worst min-delay path: stages (launching register included)]
cell,delay [ns]
dfxtp_1,0.34
nand2_1,0.06
mux2i_1,0.06
[timing repair]
action / in CTS / in global routing
pin swaps: 3 / 3
setup buffers: 2 / 1
endpoints found under the setup margin: 2 / 2
resized: 4 / 3
[layout by cell type (no fill, tap or decap), drive strengths merged, types with 2 or more instances in the layout]
master / count
dfxtp: 25
nand2: 16
dlxtn: 13
clkdlybuf4s50: 13
inv: 13
mux2i: 11
o21ai: 10
and2: 9
nor3: 8
nor2b: 7
ha: 7
buf: 6
xor2: 6
nor2: 5
nand3: 4
nand2b: 4
xnor2: 4
nor4: 4
o41ai: 3
a21oi: 3
nand3b: 3
clkbuf: 3
or3: 2
a211oi: 2
a31oi: 2
o21a: 2
o2111ai: 2
o211ai: 2
clkinv: 2
a21boi: 2
[where the power goes]
group          internal [mW]  switching [mW]  leakage [nW]
Clock                  0.133           0.162        0.0255
Sequential             0.495          0.0108         0.303
Combinational         0.0396          0.0341         0.549
Total                  0.667           0.207         0.878
[cell type report]
type,instances,area share (%)
inverter,14,2.46
clock buffer,3,1.93
clock inverter,1,0.234
multi-input combinational,135,48.2
tap,108,6.32
timing repair buffer,19,8.20
sequential,38,32.7
Power figures rest on the tool's default switching activity, not on a simulated workload.
